--- /design/flow/config.mk ---
export PLATFORM = sky130hd
export DESIGN_NAME = four_bit_comparator
export DESIGN_NICKNAME = four_bit_comparator
export VERILOG_FILES = /design/flow/design.v
export SDC_FILE = /design/flow/constraint.sdc
export NUM_CORES = 4
export LEC_CHECK = 1
export CORE_AREA = 10 10 70 70
export DIE_AREA = 0 0 80 80
--- /design/flow/constraint.sdc ---
current_design four_bit_comparator

set clk_period 2.8
set clk_io_pct 0.2

create_clock -name clk0 -period $clk_period

set non_clock_inputs [all_inputs -no_clocks]
set_input_delay [expr $clk_period * $clk_io_pct] -clock clk0 $non_clock_inputs
set_output_delay [expr $clk_period * $clk_io_pct] -clock clk0 [all_outputs]
--- /design/flow/design.v ---
module cascadable_comparator (
    input   a,
    input   b,
    input   g_in,
    input   e_in,
    input   l_in,
    output  g_out,
    output  e_out,
    output  l_out
);
comparator COM(
    .a(a),
    .b(b),
    .g(g),
    .e(e),
    .l(l)
);
assign g_out = g_in | (e_in & g);
assign e_out = e_in & e;
assign l_out = l_in | (e_in & l);
endmodule
module comparator (
    input   a,
    input   b,
    output  g,
    output  e,
    output  l
);
assign g = ~((~a) | b);
assign e = ~(a ^ b);
assign l = ~((~b) | a);
endmodule
module four_bit_comparator (
    input   [3:0]   a,
    input   [3:0]   b,
    input           g_in,
    input           e_in,
    input           l_in,
    output          g_out,
    output          e_out,
    output          l_out
);
cascadable_comparator COM3(
    .a(a[3]),
    .b(b[3]),
    .g_in(g_in),
    .e_in(e_in),
    .l_in(l_in),
    .g_out(g3),
    .e_out(e3),
    .l_out(l3)
);
cascadable_comparator COM2(
    .a(a[2]),
    .b(b[2]),
    .g_in(g3),
    .e_in(e3),
    .l_in(l3),
    .g_out(g2),
    .e_out(e2),
    .l_out(l2)
);
cascadable_comparator COM1(
    .a(a[1]),
    .b(b[1]),
    .g_in(g2),
    .e_in(e2),
    .l_in(l2),
    .g_out(g1),
    .e_out(e1),
    .l_out(l1)
);
cascadable_comparator COM0(
    .a(a[0]),
    .b(b[0]),
    .g_in(g1),
    .e_in(e1),
    .l_in(l1),
    .g_out(g_out),
    .e_out(e_out),
    .l_out(l_out)
);
endmodule
--- /design/flow/run.sh ---
#!/bin/bash
# OpenROAD 26Q1-2900-gdf79404cd8, Yosys 0.63+post, stock flow scripts
make -C /OpenROAD-flow-scripts/flow DESIGN_CONFIG=/design/flow/config.mk WORK_HOME=/design/flow/orfs finish
==> notes.md <==
impl run done, here's what came out: Final Cycle Share 96.19%, Worst Setup EP l_out, kind of start point of the critical path input port, MaxCap Viol Count 0, post-route cell area 454.2 um2, HP Class in2out, Flops 0, final-layout clock buffer total 0, global route overflow 0, post-synthesis cell count 24, die area 6400 um2, type of the worst setup path in2out, logic gate share of total power 100.0%, Die Wd approximately 80 um, I/O Buffers 14, Yosys Warn Count 12, GPL Wtd Cong 0.7721, top cells by area ha_1 52%, a21o_1 15%, inv_1 15%, sequential share of the synthesized area 0%, top cell type by total area after synthesis ha_1, pin count of the biggest net entering global routing 4, Flop pwr share 0%, top cells by count 8 x ha_1, 8 x inv_1, 4 x a21o_1, min-delay src a[0], first-pass GRT wire length slightly below 1000 um, Final setup viols 0, synthesized area 193.9 um2, yosys cell count 24, Detail Placement HPWL 585.4 um, tool warnings 36, FP Core Util under 10%, unrepaired setup endpoints after global routing false, vias about 230, CTS hold repair buffers 0, Pleak around 0.27 nW, crit path launch b[2], clock network power share 0%, post-synth cell types 6, sw power roughly 0.017 mW, post-route ant nets 0, Int Pwr 0.03184 mW, worst-path fanout max 3, Core Region 3416 um2, Fin Hold WS 1.757 ns, DR vias/cell around 2.6, Final Hold Vio Count 0, clock period minus worst slack 2.693 ns, Register Area 0 um2, syn avg cell area just over 8 um2, GRT Overall Usage 1.870%, post-CTS setup buffers 0, DR WL/cell 7.989 um, Placement Cell Area 414.1 um2, pre-CTS setup slack -0.1374 ns, row count 21, vias in the first global route 217, critical path capture point type output pin, Rel. slew slack 89.05%, initial antenna violation count 0, Core Util, Final 13.30%, post-synth top area share 51.61%, Critical Path RT 2.24 ns, Die Ht 80 um, fmax 0.3713 GHz, PwrDens 107.4 nW/um2, Slew @ Worst Pin around 0.16 ns, Chip Area, Yosys 193.9 um2, 1st-iter DRT viols 2, num ports 14, Diodes inserted 0, Area growth, synth to finish 134.2%, VDD IR-drop max 30.26 uV, final worst slack between 0.1 and 0.15 ns, Final Max Tran Viols 0, status complete, no violations, Residual DRC 0, Sw Share between 30% and 40%, First-pass DRT Iterations 2, Critical Path AT between 2 and 2.5 ns, routed wire length 695 um, share of post-route cells with drive strength above 1 21.95%
## worst min path at each step
stage                   end  slack, ns  cells after the start
after CTS             g_out       2.14                      3
after global routing  g_out       1.79                      3
final                 g_out       1.76                      5
## metrics by stage
step / instances / setup TNS (ns) / total power [mW]
final: 87 / 0 / 0.04878
after global routing: 87 / 0 / 0.05429
after CTS: 87 / 0 / 0.04966
after detailed placement: 87 / -0.3093 / 0.04520
after global placement: 87 / -0.3013 / 0.04450
after floorplan: 24 / 0 / 0.01507
## logic make-up (layout without fill, tap and decap cells)
family,Yosys count,after routing,synth area share (%)
AND-OR/OR-AND,6,6,25.81
adder cells (fa/ha/maj),8,8,51.61
AND/OR/NAND/NOR,2,2,7.100
buffers and inverters,8,25,15.48
## routing by layer
layer  up-vias  track usage (%)  part of all wire (%)
met4         0                0                     0
met1        96            3.296                    64
li1        115                -                     -
met3         0           0.5682                    12
met5         -                0                     0
met2        14            2.087                    24
## power by group through the flow
stage,Clock [mW],Sequential [mW],Combinational [mW]
CTS,0,0,0.0497
global route,0,0,0.0543
finish,0,0,0.0488
## repair_timing
item	in CTS	in global routing
pin swaps	5	0
setup endpoints to repair	3	2
resized	6	6
## worst max-delay path, cell delays in order
cell             delay, ns
clkdlybuf4s50_1       0.48
ha_1                  0.23
and3_4                0.16
a221o_1               0.29
clkdlybuf4s50_1       0.41
## cell type report
class              instances  area (um2)
inverters                  8       30.03
well taps                 46       57.56
repair buffers            17       172.7
multi-input cells         16       193.9
fillers                  398        2962
## cell usage in the layout (no fill, tap or decap)
cell,netlist,layout
inv_2,0,2
dlymetal6s2s_1,0,5
dlygate4sd2_1,0,2
buf_4,0,3
ha_4,0,2
inv_1,8,6
ha_1,8,6
clkdlybuf4s50_1,0,7
a21o_1,4,4
and3_2,1,1
and3_4,0,1
a221o_1,2,2
Power is estimated from default activity; no workload was simulated.
